[/design/flow/design.v]
module arbiter(clk, rst,
                Lflit_id, Nflit_id, Eflit_id, Wflit_id, Sflit_id,
                Llength, Nlength, Elength, Wlength, Slength,
                Lreq, Nreq, Ereq, Wreq, Sreq,
                nextstate
              );
  input         clk, rst;
  input [2:0]   Lflit_id, Nflit_id, Eflit_id, Wflit_id, Sflit_id;
  input [11:0]  Llength, Nlength, Elength, Wlength, Slength;
  input         Lreq, Nreq, Ereq, Wreq, Sreq;
  output reg [5:0] nextstate;
  reg [5:0] currentstate; 
  reg       Lruntimer, Nruntimer, Eruntimer, Wruntimer, Sruntimer;
  wire      Ltimesup, Ntimesup, Etimesup, Wtimesup, Stimesup;
  timer Ltimer (clk, rst, Lflit_id, Llength, Lruntimer, Ltimesup);
  timer Ntimer (clk, rst, Nflit_id, Nlength, Nruntimer, Ntimesup);
  timer Etimer (clk, rst, Eflit_id, Elength, Eruntimer, Etimesup);
  timer Wtimer (clk, rst, Wflit_id, Wlength, Wruntimer, Wtimesup);
  timer Stimer (clk, rst, Sflit_id, Slength, Sruntimer, Stimesup);
  always @ (posedge clk) begin
  if(rst)
    currentstate <= 6'b000001;
  else
    currentstate <= nextstate;
  end
  always @ (Lreq, Nreq, Ereq, Wreq, Sreq, Ltimesup, Ntimesup, Etimesup, Wtimesup, Stimesup, currentstate) begin
    {Lruntimer, Nruntimer, Eruntimer, Wruntimer, Sruntimer} = 0;
    case(currentstate)
      6'b000001:
        begin
          if(Lreq == 1) begin
            nextstate = 6'b000010;
          end
          else if(Nreq == 1) begin
            nextstate = 6'b000100;
          end
          else if(Ereq == 1) begin
            nextstate = 6'b001000;
          end
          else if(Wreq == 1) begin
            nextstate = 6'b010000;
          end
          else if (Sreq == 1) begin
            nextstate = 6'b100000;
          end
          else begin
            nextstate = 6'b000001;
          end
        end
      6'b000010:
        begin
          if(Lreq == 1 && Ltimesup == 0) begin
            Lruntimer = 1;
            nextstate = 6'b000010;
          end
          else if(Nreq == 1) begin
            nextstate = 6'b000100;
          end
          else if(Ereq == 1) begin
            nextstate = 6'b001000;
          end
          else if(Wreq == 1) begin
            nextstate = 6'b010000;
          end
          else if(Sreq == 1) begin
            nextstate = 6'b100000;
          end
          else begin
            nextstate = 6'b000001;
          end
        end
      6'b000100:
        begin
          if(Nreq == 1 && Ntimesup == 0) begin
            Nruntimer = 1;
            nextstate = 6'b000100;
          end
          else if(Ereq == 1) begin
            nextstate = 6'b001000;
          end
          else if(Wreq == 1) begin
            nextstate = 6'b010000;
          end
          else if(Sreq == 1) begin
            nextstate = 6'b100000;
          end
          else if(Lreq == 1) begin
            nextstate = 6'b000010;
          end
          else begin
            nextstate = 6'b000001;
          end
        end
      6'b001000:
        begin
          if(Ereq == 1 && Etimesup == 0) begin
            Eruntimer = 1;
            nextstate = 6'b001000;
          end
          else if(Wreq == 1) begin
            nextstate = 6'b010000;
          end
          else if(Sreq == 1) begin
            nextstate = 6'b100000;
          end
          else if(Lreq == 1) begin
            nextstate = 6'b000010;
          end
          else if(Nreq == 1) begin
            nextstate = 6'b000100;
          end
          else begin
            nextstate = 6'b000001;
          end
        end
      6'b010000:
        begin
          if(Wreq == 1 && Wtimesup == 0) begin
            Wruntimer = 1;
            nextstate = 6'b010000;
          end
          else if(Sreq == 1) begin
            nextstate = 6'b100000;
          end
          else if(Lreq == 1) begin
            nextstate = 6'b000010;
          end
          else if(Nreq == 1) begin
            nextstate = 6'b000100;
          end
          else if(Ereq == 1) begin
            nextstate = 6'b001000;
          end
          else begin
            nextstate = 6'b000001;
          end
        end
      6'b100000:
        begin
          if(Sreq == 1 && Stimesup == 0) begin
            Sruntimer = 1;
            nextstate = 6'b100000;
          end
          else if(Lreq == 1) begin
            nextstate = 6'b000010;
          end
          else if(Nreq == 1) begin
            nextstate = 6'b000100;
          end
          else if(Ereq == 1) begin
            nextstate = 6'b001000;
          end
          else if(Wreq == 1) begin
            nextstate = 6'b010000;
          end
          else begin
            nextstate = 6'b000001;
          end
        end
      default:
        begin
          nextstate = 6'b000001;
        end
    endcase
  end
endmodule
module timer (clk, rst, flit_id, length, runtimer, timesup);
  input           clk, rst;
  input [2 : 0]   flit_id;
  input [11 : 0]  length;
  input           runtimer;
  output reg      timesup;
  reg [11 : 0]     timeoutclockperiods;  
  reg [11 : 0]     count;
  always @ (posedge clk) begin: timeout
    if(rst) begin
      count <= 0;
      timeoutclockperiods <= 0;
    end
    else begin
      if (flit_id == 3'b001) begin
        timeoutclockperiods <= length;
      end
      if (runtimer == 0) begin
        count <= 0;
      end
      else begin
        count <= count + 1;
      end
    end
  end
  always @ (count, timeoutclockperiods) begin : timeup
    if (count == timeoutclockperiods)
      timesup = 1;
    else
      timesup = 0;
  end
endmodule
[/design/flow/run.sh]
#!/bin/bash
# OpenROAD 26Q1-2900-gdf79404cd8, Yosys 0.63+post, stock flow scripts
make -C /OpenROAD-flow-scripts/flow DESIGN_CONFIG=/design/flow/config.mk WORK_HOME=/design/flow/orfs finish
[/design/flow/config.mk]
export PLATFORM = sky130hd
export DESIGN_NAME = arbiter
export DESIGN_NICKNAME = arbiter
export VERILOG_FILES = /design/flow/design.v
export SDC_FILE = /design/flow/constraint.sdc
export NUM_CORES = 4
export LEC_CHECK = 1
export CORE_UTILIZATION = 30
[/design/flow/constraint.sdc]
current_design arbiter

set clk_period 2.9
set clk_io_pct 0.2

create_clock -name clk0 -period $clk_period [get_ports {clk}]

set non_clock_inputs [all_inputs -no_clocks]
set_input_delay [expr $clk_period * $clk_io_pct] -clock clk0 $non_clock_inputs
set_output_delay [expr $clk_period * $clk_io_pct] -clock clk0 [all_outputs]
==> notes.md <==
Implementation results. Count of H-tree levels built during CTS landed at 4. Horizontal die dimension landed at 142 um. Number of global-route vias before repair landed at 4523. Worst slew margin relative to its limit landed at 49.9%. On the worst setup and hold paths after CTS, the clock-pin slew comes to about 0.050 ns. The worst setup path is captured at an output port. Internal power of the cells landed at 3510 uW.

Switching share of power landed at between 20% and 30%. Number of buffers added by the clock tree synthesis step landed at 17. Antenna diode count landed at 0. Worst clock skew on the final layout landed at 0.00830 ns. Post-synth the commonest register cell is dfxtp_1. Counting pins that exceed their max-slew limit in the final report gives 0. Per report_power, the combinational group accounts for a little under an eighth of the total. Setup repair after global routing could not meet its margin everywhere. The OpenROAD report gives the critical path a required time of 2.32 ns. The final timing report gives a worst setup slack of -0.174 ns. Aggregate global routing overflow landed at 0. The final reports fail on setup timing.

The cell sequence reported for the critical path is or4_4, nand4b_4, or4_4, a211o_1, o2111ai_2, or2_1, buf_2. Arrival time of the worst setup path landed at 2.49 ns. Yosys printed 2 warnings. Area share of the leading cell type in the synthesized netlist landed at 43.2%.

Pin count of the biggest net entering global routing landed at 38. Row count landed at 50. Length in cells of the worst reg-to-reg path landed at 9. In this run, placement finished with an instance count of roughly 1000.

Detailed placement HPWL landed at 9.35 mm. The final hold violation count recorded for this run is 0. Count of input and output buffers landed at 87.

Clock tree synthesis selected as its root buffer the cell clkbuf_16. For this run, the top clock speed supported by timing is 325 MHz. In this run the power density over the cells is 539 mW/mm^2. Total number of warnings across the stage logs landed at 27. After synthesis, the design contains 634 cells according to Yosys. In this run the layout overhead on the synthesized area is reported as 43.1%. In this run the most critical hold path is launched from Etimer.count[0]$_SDFF_PP0_. Placed instance area landed at between 0.007 and 0.008 mm^2.

Number of violations of the max-capacitance limit landed at 0. The flow reports that sequential cells draw 39.9% of the design power. After detailed routing, the average wire length per cell comes to 11.8 um. In this run the critical register-to-register path is launched from currentstate[0]$_SDFF_PP1_. The share of the core area taken by cells at floorplan is roughly 30%.

Async set-reset flop share out of synthesis landed at 0%. The timing report shows the most common cell along the critical path to be or4_4. Among all stages on the critical path, the largest delay is contributed by or4_4. Post-synthesis, Yosys gives the total cell area as between 0.005 and 0.006 mm^2. The flow reports that the clock network draws around half of the design power.

Number of antenna violations at the first check in global routing landed at 0. The layout report lists the multi-input gate area as 0.00333 mm^2. Peak supply drop landed at 0.398 mV. Final non-filler cell area landed at ~0.0084 mm^2. The synthesized netlist contains 52 unique library cells.

Leaving out filler cells and counting taps, the final layout contains 1077. The die is about 140 um tall. The number of cells on the worst hold path is listed as 1. Post-detailed-routing wire length landed at roughly 13 mm.

TritonCTS built the clock tree. The script extracted a total leakage power of ~0.0033 uW. In this run the critical register-to-register path is captured at Stimer.count[3]$_SDFF_PP0_. Chip area landed at 0.0200 mm^2. The first global-routing pass estimated 21.5 mm of wire. Slack of the worst reg-to-reg path landed at 0.39 ns. The layout report lists the combined flip-flop and latch area as 0.00253 mm^2. Fill cells in the final layout number 1807. Detailed router's first-iteration violation count landed at 139. In the setup report, the worst path falls into the class flip-flop to output port. Global-route usage over all layers landed at 13.6%. Looking at the max-slew report, the worst-margin pin has a slew of 0.752 ns.

Looking at area per cell type in the netlist, the leader is dfxtp_1. Area of the mapped netlist landed at roughly 0.0058 mm^2. The clock tree has to reach 126 sinks. Maximum number of buffers from clock root to sink landed at 2. The flow ran to the end, but the final reports show violations. The final power report lists total power as 4500 uW. After clock tree synthesis, the flow added hold-fix buffers numbering 0. The end-of-flow timing check tallies setup violations at 5. Post-synthesis instance total landed at 634. Averaged over all synthesized cells, the footprint is between 9 and 10 um^2.

Part of the cycle the worst path needs landed at 106%. At the placement stage, the worst setup path has a slack of -0.332 ns. Delay of the slowest cell on the worst path landed at roughly 0.53 ns. The later pin in the worst-skew pair is clocked with a latency of 0.41 ns. In the routed layout, each cell is associated on average with a via count of about 4.4. Yosys mapped a number of flops with a built-in enable equal to 0.

Maximum fanout along the worst path landed at 2. The first TritonRoute pass finished after 4 iterations. The post-synth register bit count is 126. The analysis attributes to net switching a power of 988 uW. The worst hold path belongs to the class flip-flop to flip-flop. Last weighted congestion value of the routability-driven placer landed at around 0.85. After synthesis, flip-flops and latches occupy 43.2% of the total area. In this run the remaining antenna-violating nets after routing total 0.

Across all layers, the routed design uses 4706 vias. In the post-synthesis netlist, the biggest area contributors are dfxtp_1 43%, mux2i_1 10%, xor2_1 9.0%. The post-route netlist has 19.7% of its cells at a drive strength greater than 1. 88 I/O pins were placed. For the finished layout, the period the worst path requires is about 3 ns.

Placeable core region landed at 0.0189 mm^2. STA shows the worst min-delay path finishing at Etimer.count[0]$_SDFF_PP0_. Count of unresolved DRC violations after routing landed at 0.

The worst setup path is launched from a flip-flop.
==> stage by stage <==
step	hold WS [ns]	utilization, %	TNS, ns
after CTS	0.496	43.9	-1.01
after global placement	0.469	40.0	-1.11
after global routing	0.540	44.2	-1.26
after floorplan	0.437	-	0
final	0.490	44.2	-0.696
after detailed placement	0.480	40.0	-1.19
==> registers in the layout, indices dropped and copies added, names as in the netlist <==
signal and count:
Stimer.timeoutclockperiods 12, Stimer.count 12, Ltimer.timeoutclockperiods 12, Wtimer.timeoutclockperiods 12, Wtimer.count 12, Ntimer.timeoutclockperiods 12, currentstate 6, Etimer.timeoutclockperiods 12
Etimer.count 12, Ltimer.count 12, Ntimer.count 12
==> cells in the mapped netlist, drive strengths merged (3+ instances only) <==
| library cell | n |
|---|---|
| a21oi | 5 |
| dfxtp | 126 |
| nor2 | 136 |
| inv | 16 |
| o21ai | 4 |
| or4 | 3 |
| nand3b | 3 |
| clkbuf | 13 |
| mux2i | 60 |
| o31ai | 4 |
| nor3 | 6 |
| a31oi | 5 |
| buf | 8 |
| xnor2 | 51 |
| and3 | 22 |
| nand4 | 12 |
| or3 | 3 |
| ha | 5 |
| nor4 | 8 |
| nand2 | 20 |
| a211o | 3 |
| xor2 | 60 |
| nand3 | 27 |
| nor3b | 9 |
==> per-layer routing <==
layer	global-route usage, %	vias up	share of wire (%)
li1	-	2509	-
met4	1.98	0	1.5
met3	3.20	12	4.6
met5	0	-	0
met1	20.3	2115	50
met2	20.8	70	43
==> power groups by stage <==
stage / clock network [uW] / registers [uW] / logic (uW)
6_report: 2200 / 1790 / 507
5_1_grt: 2330 / 1800 / 553
4_1_cts: 2250 / 1790 / 500
==> worst max-delay path by stage <==
stage	slack, ns	to	depth (start not counted)	from
4_1_cts	-0.29	nextstate[0]	7	currentstate[4]$_SDFF_PP0_
5_1_grt	-0.26	nextstate[5]	9	currentstate[4]$_SDFF_PP0_
6_report	-0.17	nextstate[0]	7	currentstate[4]$_SDFF_PP0_
==> cells by family (layout without fill, tap and decap cells) <==
group                      after synthesis  in the layout  share of synthesized area (%)
and+or+nand+nor                        261            261                           21.6
DFF                                    126            126                           43.2
xor gates and xnor gates               111            111                           16.7
muxes                                   60             60                           10.3
buffers and inverters                   37            220                           2.72
AOI/OAI and AO/OA                       34             34                           4.42
adders and majority gates                5              5                           1.07
==> area by class of cell <==
cell class,instances,share of cell area (%)
repair buffers,173,18.0
clock inverters,11,1.99
flip-flops and latches,126,30.2
well taps,260,3.89
multi-input cells,471,39.9
clock buffers,20,5.35
inverters,16,0.719
==> cells in the final DEF (no fill, tap or decap), types with 3 or more instances in the layout <==
cell               n
xnor2_1           51
nor3b_2            5
xor2_1            60
a21oi_1            3
clkbuf_16         17
nand4_1           12
ha_1               5
and3_1            20
clkinvlp_4         3
a31oi_1            4
or4_4              3
buf_2              7
nor4_1             6
buf_4             81
nor3_1             5
a211o_1            3
nor2_1           134
nand3_1           26
nand3b_1           3
o21ai_0            4
nand2_1           19
clkinv_2           3
buf_6              5
inv_1             16
dfxtp_1          123
or3_1              3
nor3b_1            3
dfxtp_2            3
clkdlybuf4s50_1   80
mux2i_1           60
bufinv_16          4
==> what timing repair did <==
| action | in CTS | in global routing |
|---|---|---|
| pin swaps | 15 | 10 |
| resized | 48 | 9 |
| endpoints found under the setup margin | 6 | 6 |
| setup buffers | 4 | 2 |
==> critical path: cells and delay by family, from the launching register on <==
kind	cells	cell delay, ns
simple gates	4	1.28
compound gates	2	0.39
flops	1	0.32
buf+inv	1	0.10
Power and IR drop assume default switching activity.
